File: design.v
`timescale 1ns/1ps
module ALU #(parameter N=32) (out, zero, inA, inB, op);
  output [N-1:0] out;
  output zero;
  input  [N-1:0] inA, inB;
  input    [3:0] op;
  assign out = 
			(op == 4'b0000) ? inA & inB :
			(op == 4'b0001) ? inA | inB :
			(op == 4'b0010) ? inA + inB : 
			(op == 4'b0110) ? inA - inB : 
			(op == 4'b0111) ? ((inA < inB)?1:0) : 
			(op == 4'b1100) ? ~(inA | inB) :
			'bx;
  assign zero = (out == 0);
endmodule
module RegFile (clock, reset, raA, raB, wa, wen, wd, rdA, rdB);
  input  clock, reset;
  input   [4:0] raA, raB, wa;
  input         wen;
  input  [31:0] wd;
  output [31:0] rdA, rdB;
  integer i;
  reg [31:0] data[31:0];
  wire [31:0] #1 rdA =  data[raA];
  wire [31:0] #1 rdB = data[raB];
  always @(negedge clock or negedge reset)
   begin
    if (reset == 1'b0)
        for (i = 0; i < 32; i = i+1)
           data[i] <= i; 
    else if (wen == 1'b1 && wa != 5'b0)   
           data[wa] <= #1 wd;
   end
endmodule
File: run.sh
#!/bin/bash
# OpenROAD 26Q1-2900-gdf79404cd8, Yosys 0.63+post, stock flow scripts
make -C /OpenROAD-flow-scripts/flow DESIGN_CONFIG=/design/flow/config.mk WORK_HOME=/design/flow/orfs finish
File: config.mk
export PLATFORM = sky130hd
export DESIGN_NAME = RegFile
export DESIGN_NICKNAME = RegFile
export VERILOG_FILES = /design/flow/design.v
export SDC_FILE = /design/flow/constraint.sdc
export NUM_CORES = 4
export LEC_CHECK = 1
export CORE_UTILIZATION = 30
File: constraint.sdc
current_design RegFile

set clk_period 11.1
set clk_io_pct 0.2

create_clock -name clk0 -period $clk_period [get_ports {clock}]

set non_clock_inputs [all_inputs -no_clocks]
set_input_delay [expr $clk_period * $clk_io_pct] -clock clk0 $non_clock_inputs
set_output_delay [expr $clk_period * $clk_io_pct] -clock clk0 [all_outputs]
==> flow.log <==
[flow] summary of implementation run
[metrics] standard-cell rows: 152
[metrics] maximum number of pins on one net before global-route repair: 99
[metrics] total I/O pin count: 114
[metrics] clock tree from TritonCTS: built
[metrics] hold violation count in the final report: 0
[metrics] power share of the sequential group: 0.476
[metrics] Worst Setup Slack, final: 0.138 ns
[metrics] leakage power: 26.0 nW
[metrics] Port Buffer Count: 113
[metrics] ys async rst share: 1.00
[metrics] sum of internal, switching and leakage power: 11.0 mW
[metrics] final-report max-slew violation count: 0
[metrics] switching share of total power: 0.292
[metrics] number of clock sinks: 1024
[metrics] via count of the first global-routing pass: 45600
[metrics] family with the most delay on the worst path: simple AND/OR/NAND/NOR gates
[metrics] Syn. warnings: 2
[metrics] share of synthesized area occupied by flip-flops and latches: 0.497
[metrics] GRT Total Usage: 0.331
[metrics] die footprint: 0.174 mm^2
[metrics] worst clock skew: 0 ns
[metrics] number of nets with antenna violations after routing: 0
[metrics] DRT Wirelength: 282000 um
[metrics] dpl cells: 6641
[metrics] violation count after the first detailed-routing iteration: 5613
[metrics] Post-Syn Area per Cell: 11.7 um^2
[metrics] Core Box Area: 0.171 mm^2
[metrics] post-synth top area cell: dfrtn_1
[metrics] required time of the critical path: 8.88 ns
[metrics] count of library flops with an enable pin: 0
[metrics] kind of path behind the tightest hold check: reg2reg
[metrics] Crit path arrival time: 8.74 ns
[metrics] Clock H-tree levels: 3
[metrics] average routed wire per standard cell: 40.4 um
[metrics] largest registers ranked by flip-flop count: data: 1024 flops
[metrics] run status: finished, final reports clean
[metrics] initial cell density of the core: 0.302
[metrics] maximum fanout along the worst path: 3
[metrics] Clk network pwr share: 0.376
[metrics] Area growth, synth to finish: 17.8%
[metrics] top cell type's share of synthesized area: 0.457
[metrics] routability-driven placement congestion ratio: 1.04
[metrics] number of buffers inserted during clock tree synthesis: 113
[metrics] switching power: 3.21 mW
[metrics] cell-internal power: 7.76 mW
[metrics] Crit Path Category: reg2out
[metrics] count of hold-fix buffers inserted at cts: 0
[metrics] CTS clk-pin slew, worst paths: 0.05 ns
[metrics] post-route non-filler standard cell count: 6966
[metrics] count of mapped cells out of synthesis: 4424
[metrics] Max Root-Sink Buffers: 3
[metrics] worst IR drop on VDD: 0.139 mV
[metrics] post-synth cell types: 75
[metrics] top cells by area, synth: dfrtn_1, mux2_2, a22oi_1, dfstp_2, buf_2
[metrics] Max stage delay cell, worst path: clkdlybuf4s50_1
[metrics] peak per-stage delay on the critical path: 0.57 ns
[metrics] post-synthesis chip area from yosys: 0.0517 mm^2
[metrics] antenna violations before repair: 24
[metrics] Top reg by flops: data
[metrics] max FFs per register: 1024
[metrics] vertical die size: 417 um
[metrics] Worst Hold Slack: 0.348 ns
[metrics] max_slew headroom: 0.196
[metrics] ys cells: 4424
[metrics] nature of the critical path startpoint: register
[metrics] routed vias: 46100
[metrics] count of endpoints failing setup in the final report: 0
[metrics] max-capacitance violation count: 0
[metrics] worst-path cell chain: mux2i_1 > nor3_1 > a21oi_1 > nand3_1 > nor4_1 > a21oi_1 > clkdlybuf4s50_1
[metrics] number of setup buffers added after CTS: 0
[metrics] Tightest Pin Transition: 1.20 ns
[metrics] count of cells resized by post-cts repair: 0
[metrics] stage-log warning count: 105
[metrics] most instantiated library cell after synthesis: mux2_2
[metrics] Seq cells post-synth: 1024
[metrics] fraction of layout cells with a size suffix above 1: 0.352
[metrics] part of the power in combinational logic: 0.148
[metrics] CTS Root Buffer Type: clkbuf_16
[metrics] aggregate negative setup slack: 0 ns
[metrics] first-pass detailed-route iteration total: 9
[metrics] sort of element at the end of the critical path: primary output
[metrics] average vias per placed instance: 6.61
[metrics] Residual DRC: 0
[metrics] most common cell type on the critical path: a21oi_1
[metrics] Post-Synthesis Cell Area: 0.0517 mm^2
[metrics] leading cell types by count after synthesis: mux2_2, dfrtn_1, a22oi_1
[metrics] total overflow reported by the global router: 0
[metrics] Die W: 417 um
[metrics] wire length of the first global-routing pass: 382000 um
[metrics] Power Dens Cells: 180 mW/mm^2
[metrics] buffer-and-inverter tally for the worst setup path: 1
[metrics] dpl hpwl: 167000 um
[metrics] clock insertion delay at the later pin of the skew report: 0.68 ns
[metrics] setup repair after global routing missed its margin: false
[metrics] Post-Place Worst Slack: 0.544 ns
[metrics] most common flop cell mapped by yosys: dfrtn_1
[routing by layer]
| metal | vias to the layer above | wire length (um) | global-route usage |
|---|---|---|---|
| li1 | 17200 | - | - |
| met1 | 22900 | 93100 | 0.374 |
| met2 | 4307 | 112000 | 0.438 |
| met3 | 1634 | 48000 | 0.225 |
| met4 | 36 | 28300 | 0.244 |
| met5 | - | 462 | 0.00750 |
[logic make-up (layout without fill, tap and decap cells)]
logic type,after synthesis,after routing,synth area share
buf+inv,463,660,0.0399
mux,1061,1061,0.230
simple gates,806,806,0.0783
flops,1024,1024,0.497
compound gates,1070,1070,0.155
other cells,0,35,0
[metrics by stage]
step / util / instance area (um^2)
5_1_grt: 0.355 / 60900
6_report: 0.356 / 61000
4_1_cts: 0.355 / 60900
2_1_floorplan: - / 51700
3_3_place_gp: 0.331 / 56700
3_5_place_dp: 0.331 / 56700
[cells in the final DEF, fill, tap and decap left out, types with 80 or more instances in the layout]
cell / n
a21oi_1: 84
dfstp_2: 80
mux2_2: 1000
clkdlybuf4s50_1: 102
nand4_1: 98
nor2_1: 115
buf_4: 204
inv_1: 92
clkbuf_16: 118
nand2_1: 218
a22oi_1: 715
dfrtn_1: 944
[layout make-up]
cell class | instances | area, um^2
sequential | 1024 | 25700
inverter | 9 | 33.8
clock buffer | 159 | 3330
tap | 2310 | 2890
timing repair buffer | 360 | 3510
antenna | 35 | 87.6
clock inverter | 132 | 895
multi-input combinational | 2937 | 24500
fill | 16500 | 110000
[final timing paths]
kind / to / cells after the start / slack, ns / start
max in group asynchronous: data[13][1] / 2 / 2.73 / reset
min: data[0][10] / 0 / 0.35 / data[0][10]
max: rdA[3] / 7 / 0.14 / data[27][3]
min in group asynchronous: data[14][10] / 1 / 7.00 / reset
max reg2reg: data[11][18] / 1 / 10.19 / data[11][18]
min reg2reg: data[0][10] / 0 / 0.35 / data[0][10]
[power groups by stage]
stage | logic, mW | clock network, mW | registers (mW)
4_1_cts | 1.59 | 4.12 | 5.18
5_1_grt | 1.70 | 4.28 | 5.29
6_report | 1.62 | 4.12 | 5.22
Power and IR drop assume default switching activity.
